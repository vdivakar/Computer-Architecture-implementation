--- config.mk ---
export PLATFORM = sky130hd
export DESIGN_NAME = mux4_1
export DESIGN_NICKNAME = mux4_1
export VERILOG_FILES = /design/flow/design.v
export SDC_FILE = /design/flow/constraint.sdc
export NUM_CORES = 4
export LEC_CHECK = 1
export CORE_AREA = 10 10 95 95
export DIE_AREA = 0 0 105 105
--- constraint.sdc ---
current_design mux4_1

set clk_period 1.1
set clk_io_pct 0.2

create_clock -name clk0 -period $clk_period

set non_clock_inputs [all_inputs -no_clocks]
set_input_delay [expr $clk_period * $clk_io_pct] -clock clk0 $non_clock_inputs
set_output_delay [expr $clk_period * $clk_io_pct] -clock clk0 [all_outputs]
--- design.v ---
module mux4_1( regData,q1,q2,q3,q4,reg_no);
  input [31:0] q1,q2,q3,q4;
  input [1:0] reg_no;
  output [31:0]regData;
  reg [31:0]regData;
  always@(reg_no)
  begin
    case(reg_no)
        2'b00:
             begin
             regData = q1;
             end
          2'b01:
             begin
             regData = q2;
             end
          2'b10:
             begin
             regData = q3;
             end
          2'b11:
             begin
             regData = q4;
             end
    endcase
  end
endmodule
--- run.sh ---
#!/bin/bash
# OpenROAD 26Q1-2900-gdf79404cd8, Yosys 0.63+post, stock flow scripts
make -C /OpenROAD-flow-scripts/flow DESIGN_CONFIG=/design/flow/config.mk WORK_HOME=/design/flow/orfs finish
==> results.yml <==
# yosys + openroad results
global_route:
  groute.usage.overall_pct: 11.22
  antenna_found_initial: 4
  grt_remaining_overflow: 0
  grt_pass1_vias: 1538
  grt_first_pass_wirelength_um: 9404
  grt_start_max_net_pins: 15
sta:
  final_worst_path_period_share_pct: 123.7
  timing_worst_slew_pin_value_ns: 0.1841
  timing_hold_violations_final: 0
  min_period_ns: 1.361
  rsz0062_at_grt: "yes"
  timing.final.max_slew_violations: 0
  finalWorstSetupSlack_ns: -0.2606
  setup_viol: 32
  finalHoldWorstSlack_ns: 0.9241
  achievable-frequency_mhz: 735.0
  slew_headroom_pct: 87.73
die:
  chip_area_sq_um: 11030
  floorplan.core_area_sq_um: 6907
  die_h_um: 105
  die_x_um: 105
  rows: 30
  ioPinCount: 162
  initCoreUtil_pct: 11.79
synth:
  synthesized_area_per_cell_sq_um: 20.89
  top_area_share_pct: 82.95
  top_area_cell: "sky130_fd_sc_hd__mux4_2"
  synth_seq_share_pct: 0
  mappedNetlistArea_sq_um: 814.5
  synth_cell_types: 5
  ys_cells: 39
  tally_of_yosys_warning_messages: 1
  synth_chip_area_sq_um: 814.5
  post_synth_inst_count: 39
  top_cells_by_area: "sky130_fd_sc_hd__mux4_2 83%, sky130_fd_sc_hd__buf_12 7.4%, sky130_fd_sc_hd__mux4_1 6.5%"
finish:
  area_growth_pct: 191.9
  post_route_cells_drive_above_1_share_pct: 37.25
  sequential_cell_area_sq_um: 0
  final.clkbuf_count: 0
  ff_count: 0
  finalNonFillerCells: 301
power_and_ir_drop:
  power_switching_uw: 211.9
  vdd.ir_drop.worst_mv: 0.1504
  p_int_uw: 575.5
  switching_part_of_the_total_power_pct: 26.91
  power.share.combinational_pct: 100.0
  seqPwrFrac_pct: 0
  cellPowerDensity_nw_per_um2: 331.2
  p_leak_uw: 0.001124
  pwr-share-clk_pct: 0
detailed_routing:
  drc: 0
  initialDrtViolationCount: 16
  routed-via-count: 1245
  antenna_left: 0
  finalWirelength_um: 6479
  firstDrtPassIters: 3
  wl_per_cell_um: 21.52
  vias_per_cell: 4.136
worst_hold_path:
  whs_path_depth: 3
  type_of_the_tightest_min_delay_check: "in -> out"
  hold_path.startpoint: "q4[16]"
  worstHoldEndpoint: "regData[16]"
job:
  tool_warning_count: 35
  max_cap_viols: 0
clock_network:
  cts_hold_repair.buffers: 0
  post_cts.repair.setup_buffers: 0
worst_setup_path:
  crit_path_max_fanout: 7
  timing.critical_path.to_type: "primary output"
  worst-endpoint-required_ns: 0.88
  worst-setup-path-type: "in -> out"
  crit_path_launch_type: "input pin"
  endpoint_arrival_time_on_the_critical_path_ns: 1.14
placement:
  gpl_congestion: 0.7767
  numPlacedInstances: 295
  buffer_ports.inserted: 162
status:
  outcome: "finished with violations"
  violated_checks: "negative setup slack"
-- critical path, cell delays in order --
cell                        delay, ns
sky130_fd_sc_hd__buf_16          0.14
sky130_fd_sc_hd__clkbuf_16       0.17
sky130_fd_sc_hd__mux4_2          0.48
sky130_fd_sc_hd__buf_2           0.13
-- logic make-up (layout without fill, tap and decap cells) --
| kind of cell | count (synthesis) | in the layout | share of synthesized area, % |
|---|---|---|---|
| other cells | 0 | 1 | 0 |
| mux | 32 | 32 | 89.40 |
| buf+inv | 7 | 172 | 10.60 |
-- worst max path at each step --
stage / startpoint / endpoint / slack, ns / depth (start not counted)
finish: reg_no[0] / regData[13] / -0.26 / 4
global route: reg_no[0] / regData[31] / -0.29 / 4
CTS: reg_no[0] / regData[10] / -0.26 / 4
-- cell usage in the layout (no fill, tap or decap) --
cell type,n
sky130_fd_sc_hd__dlygate4sd2_1,128
sky130_fd_sc_hd__mux4_2,32
sky130_fd_sc_hd__buf_2,32
sky130_fd_sc_hd__buf_16,5
sky130_fd_sc_hd__buf_12,3
sky130_fd_sc_hd__buf_6,2
sky130_fd_sc_hd__diode_2,1
sky130_fd_sc_hd__clkbuf_16,1
sky130_fd_sc_hd__buf_4,1
-- layer usage --
metal,wire (um),track usage [%]
met5,41,0
met4,8,0
met3,1087,8.137
met2,2844,17.88
met1,2497,12.77
-- timing repair --
item,in CTS,in global routing
gates resized,248,0
endpoints found under the setup margin,32,32
gates cloned,4,1
-- per-stage QoR --
stage                     TNS, ns  total power, uW  setup slack, ns  area [sq um]  util, %
after floorplan           -0.9485            260.8         -0.03162         823.3        -
after detailed placement   -26.77            991.1          -0.8959          2527    36.59
after global routing       -8.436            852.2          -0.2854          2377    34.42
after CTS                  -7.654            792.1          -0.2615          2350    34.02
after global placement     -26.62            992.1          -0.8845          2527    36.59
final                      -7.472            787.5          -0.2606          2377    34.42
-- final cells by class --
type,count,area (sq um)
diodes,1,2.502
fillers,774,4529
multi-input cells,32,720.7
well taps,96,120.1
repair buffers,172,1534
-- power groups by stage --
| stage | registers [uW] | clock network (uW) | logic (uW) |
|---|---|---|---|
| 4_1_cts | 0 | 0 | 792 |
| 5_1_grt | 0 | 0.000121 | 852 |
| 6_report | 0 | 0.000121 | 787 |
-- cell usage after synthesis (all sizes together) --
cell type	instances
mux4	32
buf	7
Power and IR drop assume default switching activity.
