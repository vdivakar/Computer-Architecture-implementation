==> flow/design.v <==
module counter(Q, clock, clear);
  input clock, clear;
  output [3:0] Q;
  reg [3:0] Q;
  always@( posedge clear or negedge clear)
  begin
    if (clear)
      Q = 4'b0;
    else
      Q = (Q+1)%16;
  end
endmodule
==> flow/run.sh <==
#!/bin/bash
# OpenROAD 26Q1-2900-gdf79404cd8, Yosys 0.63+post, stock flow scripts
make -C /OpenROAD-flow-scripts/flow DESIGN_CONFIG=/design/flow/config.mk WORK_HOME=/design/flow/orfs finish
==> flow/config.mk <==
export PLATFORM = sky130hd
export DESIGN_NAME = counter
export DESIGN_NICKNAME = counter
export VERILOG_FILES = /design/flow/design.v
export SDC_FILE = /design/flow/constraint.sdc
export NUM_CORES = 4
export LEC_CHECK = 1
export CORE_AREA = 10 10 70 70
export DIE_AREA = 0 0 80 80
==> flow/constraint.sdc <==
current_design counter

set clk_period 1.0
set clk_io_pct 0.2

create_clock -name clk0 -period $clk_period [get_ports {clear}]

set non_clock_inputs [all_inputs -no_clocks]
set_input_delay [expr $clk_period * $clk_io_pct] -clock clk0 $non_clock_inputs
set_output_delay [expr $clk_period * $clk_io_pct] -clock clk0 [all_outputs]
==> impl_metrics.yaml <==
# flow metrics
floorplan:
  coreArea_mm2: 0.00342
  die_h_um: 80
  die_width_um: 80
  initial_utilization: 0.0418
  chipArea_mm2: 0.00640
  num_io_pins: 6
  row_count: 21
global_routing:
  grt_overflow: 0
  grt_pass1_wl_um: 496
  grt_pass1_vias: 118
  grt_max_degree: 5
  grt_usage: 0.0116
  antenna_found_initial: 1
timing:
  finalHoldViolations: 4
  rsz0062_at_grt: "true"
  timing.slew.headroom: 0.926
  worst_clock_skew_ns: 0.000236
  postLayoutSetupSlackWorst_ns: -0.453
  hold-worst-slack_ns: -0.379
  timing_max_transition_violations_final: 0
  finalSetupViolCount: 4
  worstMarginPinSlew_ns: 0.110
clock_tree:
  cts_tree: "yes"
  worstSkewPairLatency_ns: 0.26
  cts_root_buf: "clkbuf_4"
  clk_pin_slew_ns: 0.04
  cts_made_buffers: 3
  cts_max_level: 1
  cts_max_path_buffers: 2
  post_cts_hold_fix_buffer_tally: 0
yosys:
  synth_cell_type_count: 6
  top_cell_area_share: 0.702
  yosysWarnings: 1
  ys.flops: 4
  synth-area-yosys_um2: 143
  yosys.stat.seqShare: 0.702
  yosys.area.top_type: "dfrtn_1"
  yosys_cells: 10
  synthesis.instances: 10
  syn_area_per_cell_um2: 14.3
  synthesis.area_um2: 143
  top_cells_by_area: "dfrtn_1 70%, ha_1 8.8%, xnor2_1 6.1%"
critical_path:
  critical_path_peak_fanout: 2
  required_time_of_the_worst_setup_path_ns: 0.80
  worstSetupStartpointType: "register"
  max_incr_delay_on_cp_ns: 0.40
  critPathArrivalTime_ns: 1.25
  cp_cell_sequence: "buf_2"
  crit_buf_inv: 1
  critical-path-slowest-cell: "dfrtn_1"
  kind_of_cell_adding_the_most_delay_to_the_critical_path: "flip-flops"
  worst-setup-path-type: "register to output pin"
  setup.worst_path.end_class: "output pin"
job:
  openroad.warnings: 33
  timing.max_cap.violations: 0
cells_and_area:
  layout_cells_sized_above_1: 0.500
  largest_reg_flops: 4
  area_growth_syn_to_layout_pct: 111
  stdcell_count: 73
  final_common_cell: "buf_4"
  layout_top_cells: "6 x buf_4, 5 x inv_1, 4 x dfrtn_1, 4 x buf_2, 3 x clkbuf_4"
outcome:
  failed_checks: "hold timing, setup timing"
  result_of_the_run: "finished, violations left"
power:
  irDropWorstVdd_v: 0.000213
  report.power.total_w: 0.000480
  power_density_mw_per_mm2: 1590
  power.leakage_nw: 0.168
route:
  drt-initial-drc-count: 3
  via_count: 133
  drt_pre_antenna_iters: 2
  post-route-drc-count: 0
  detail_route.wirelength_um: 324
  ant_nets: 0
  wl_per_cell_um: 4.44
  viasPerCell: 1.82
worst_hold_path:
  worst_hold_path_type: "clock port to asynchronous set/reset pin"
place:
  finalWeightedCongestion: 0.649
  placedCellCount: 64
  io_buffers: 4
  place_hpwl_um: 247
==> routing by layer <==
metal / vias to the layer above / global-route usage / wire length, um
li1: 66 / - / -
met1: 58 / 0.00866 / 134
met2: 9 / 0.00883 / 89
met3: 0 / 0.0273 / 100
met4: 0 / 0.00352 / 0
met5: - / 0 / 0
==> cell families after synthesis <==
family / share of synthesized area
fa+ha+maj: 0.0877
flops: 0.702
simple gates: 0.0351
xor+xnor: 0.123
buf+inv: 0.0527
==> what timing repair did <==
action | 4_1_cts | 5_1_grt
setup buffers | 2 | 0
gates cloned | 0 | 0
endpoints found under the setup margin | 4 | 4
resized | 12 | 0
==> report_power, final <==
| group | internal [W] | total, W | leakage [nW] | switching [W] |
|---|---|---|---|---|
| sequential | 0.000162 | 0.000162 | 0.0559 | 0 |
| clock | 0.000159 | 0.000317 | 0.0351 | 0.000158 |
| combinational | 0 | 0.0000000000770 | 0.0770 | 0 |
| total | 0.000322 | 0.000480 | 0.168 | 0.000158 |
==> cells in the mapped netlist (all sizes together) <==
cell / n
dfrtn: 4
ha: 1
inv: 2
nand3: 1
xnor2: 1
xor2: 1
==> path summary, 6_finish.rpt <==
path | slack, ns | endpoint | startpoint | cells after the start
min in group clk0 | 0.43 | Q[0] | Q[0] | 2
max in group asynchronous | 1.25 | Q[1] | clear | 3
worst min-delay path | -0.38 | Q[0] | clear | 3
worst max register to register | 0.04 | Q[2] | Q[0] | 3
worst max-delay path | -0.45 | Q[1] | Q[1] | 1
worst min register to register | 0.43 | Q[0] | Q[0] | 2
==> per-stage QoR <==
stage          TNS (ns)  setup slack (ns)    util  cell area, um^2
6_report          -1.79            -0.453  0.0883              302
5_1_grt           -1.97            -0.506  0.0883              302
4_1_cts           -1.84            -0.467  0.0875              299
3_5_place_dp      -2.24            -0.566  0.0791              270
3_3_place_gp      -2.22            -0.562  0.0791              270
2_1_floorplan    -0.348           -0.0981       -              143
==> final cells by class <==
class / count / area [um^2]
Clock inverter: 4 / 15.0
Tap cell: 46 / 57.6
Antenna cell: 1 / 2.50
Inverter: 1 / 3.75
Sequential cell: 4 / 100
Timing Repair Buffer: 10 / 65.1
Multi-Input combinational cell: 4 / 35.0
Clock buffer: 3 / 22.5
Fill cell: 401 / 3110
No activity file was given, so power comes from the tool's default toggle rates.
