`flow/config.mk`:
```
export PLATFORM = sky130hd
export DESIGN_NAME = reg_32bit
export DESIGN_NICKNAME = reg_32bit
export VERILOG_FILES = /design/flow/design.v
export SDC_FILE = /design/flow/constraint.sdc
export NUM_CORES = 4
export LEC_CHECK = 1
export CORE_AREA = 10 10 100 100
export DIE_AREA = 0 0 110 110
```
`flow/constraint.sdc`:
```
current_design reg_32bit

set clk_period 1.0
set clk_io_pct 0.2

create_clock -name clk0 -period $clk_period [get_ports {clk}]

set non_clock_inputs [all_inputs -no_clocks]
set_input_delay [expr $clk_period * $clk_io_pct] -clock clk0 $non_clock_inputs
set_output_delay [expr $clk_period * $clk_io_pct] -clock clk0 [all_outputs]
```
`flow/design.v`:
```
module d_ff(q,d,clk,reset);
  input clk,d,reset;
  output q;
  reg q;
  always @(posedge clk or negedge reset)
  begin
    if(!reset)
      q<=1'b0;
    else
      q<=d;
  end
endmodule
module reg_32bit(q,d,clk,reset);
  output [31:0] q;
  input [31:0] d;
  input clk,reset;
  generate
    genvar i;
    for(i=0;i<32;i=i+1)
     begin:ff_loop
      d_ff df(q[i],d[i],clk,reset);
    end
  endgenerate
endmodule
```
`flow/run.sh`:
```
#!/bin/bash
# OpenROAD 26Q1-2900-gdf79404cd8, Yosys 0.63+post, stock flow scripts
make -C /OpenROAD-flow-scripts/flow DESIGN_CONFIG=/design/flow/config.mk WORK_HOME=/design/flow/orfs finish
```
==> results.cfg <==
; flow metrics
[outcome]
outcome = complete, but fails checks
violations = hold timing

[routing]
drt.antenna.violating_nets = 0
dr_total_vias = 535
route.detailed.drc = 0
antenna_cells = 0
viasPerCell = 2.572
drt_first_pass_iters = 2
totalWireLength_um = 2696
drt-initial-drc-count = 15
wl_per_cell_um = 12.96

[setup_path]
startpoint_type = flip-flop
path_buffers = 1
cp_slowest_cell = dfrtp_1
critPathMaxFanout = 1
critPathTopFamily = flip-flops
max_stage_delay_ns = 0.37
path_cells = buf_2
critPathCaptureType = output pin
critPathRequiredTime_ns = 0.80
crit_type = reg -> out
cp.arrival_ns = 0.76

[clocking]
htree_levels = 2
post-cts-setup-buffers = 0
cts_root_buf = clkbuf_8
path_clk_slew_ns = 0.07
clk_path_buf_depth = 2
cts_sinks = 32
cts_buffers = 5
cts_tree = done

[floorplanning]
die.size.y_um = 110
fp.dieW_um = 110
core_mm2 = 0.007807
rows = 32
initial_core_util = 0.1333
io_pins = 66
chipArea_mm2 = 0.01210

[cells_and_area]
drive_above_1_share = 0.3962
logic_gates = 0
area_growth_pct = 46.63
reg_top3 = ff_loop.df.q (32)
regMostFlops = ff_loop.df.q
post-route-util = 0.1955
combGateArea_um2 = 0
largest_register_ffs = 32
fin_cells = 208
lay_top_count = buf_2
lay_top_cells = buf_2, dfrtp_1, clkdlybuf4s50_1

[final_timing]
setup_viol = 0
period_needed_ns = 0.9641
rsz0062_at_grt = true
slew_viol_final = 0
hold_viol = 32
finalCritPeriodShare = 0.9641
fmax_mhz = 1037
slew-limit-headroom = 0.8810
hold_slack_ns = -0.1323
worst_slew_pin_slew_ns = 0.1784

[pwr]
combPwrFrac = 0.082
p_switching_mw = 0.5485
seqPwrFrac = 0.525
p_int_mw = 2.066
irDropWorstVdd_mv = 0.5072
leakage_nw = 0.6883
p_per_area_mw_per_mm2 = 1713
swShare = 0.2098
p_clk_frac = 0.392

[logic_synthesis]
synth_area_per_cell_um2 = 16.27
synth_stat.cells = 64
synth_cells = 64
ys_warn_count = 1
top_area_cell = dfrtp_1
syn_area_mm2 = 0.001041
synth_top_area_share = 0.7692
ys_types = 2
synth_chip_area_mm2 = 0.001041
ys_ff = 32
ys_seq_frac = 0.7692
top_cells_by_area = dfrtp_1, buf_4

[global_routing]
antenna_found_initial = 0
overflow = 0
grt_usage = 0.04203
grt_max_degree = 33
grt_pass1_wl_um = 3774
grt_pass1_vias = 628

[hold_path]
min_path_type = in -> async

[placed_design]
place_inst = 200
place_congestion = 0.5941
port_buffers = 65

[run]
drv_cap = 0
warnings = 28
-- logic make-up after synthesis --
| family | after synthesis | synth area share |
|---|---|---|
| buf+inv | 32 | 0.2308 |
| flops | 32 | 0.7692 |
-- layout make-up --
type                  instances  area (µm²)
Timing Repair Buffer         66       505.5
Sequential cell              32       800.8
Tap cell                    102       127.6
Fill cell                   853        6281
Clock buffer                  6       82.58
Clock inverter                2       10.01
-- cells in the mapped netlist, drive strengths merged --
master  instances
buf            32
dfrtp          32
-- power by group through the flow --
stage                 sequential, mW  combinational [mW]  clock [mW]
final                           1.37               0.216        1.03
after global routing            1.38               0.240        1.14
after CTS                       1.37               0.228        1.09
-- metrics by stage --
stage	setup TNS (ns)	instance area, µm²	hold slack [ns]	power [mW]	worst slack, ns
final	0	1526	-0.1323	2.614	0.03591
after global routing	-0.01139	1526	-0.1241	2.758	-0.006919
after CTS	0	1526	-0.1328	2.688	0.01692
after detailed placement	-0.006469	1594	0.1798	1.692	-0.006469
after global placement	-0.005523	1594	0.1707	1.689	-0.005523
after floorplan	0	1041	-0.09559	1.472	0.3548
-- how the worst max path moves through the flow --
stage,start,to,slack (ns),cells after the start
after CTS,ff_loop[11].df.q$_DFF_PN0_,q[11],0.02,1
after global routing,ff_loop[9].df.q$_DFF_PN0_,q[9],-0.007,1
final,ff_loop[9].df.q$_DFF_PN0_,q[9],0.04,1
-- repair_timing --
action | in CTS | in global routing
hold endpoints to repair | 32 | 32
resized | 98 | 0
endpoints found under the setup margin | 32 | 3
-- routing by layer --
layer  GRT usage  wire length, µm  share of wire
met2     0.07028             1412           0.52
met1     0.04540              929           0.34
met5           0                0              0
met4    0.005576               37          0.014
met3     0.02644              317           0.12
Power figures rest on the tool's default switching activity, not on a simulated workload.
